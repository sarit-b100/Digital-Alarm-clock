`/design/flow/config.mk`:
```
export PLATFORM = sky130hd
export DESIGN_NAME = Display
export DESIGN_NICKNAME = Display
export VERILOG_FILES = /design/flow/design.v
export SDC_FILE = /design/flow/constraint.sdc
export NUM_CORES = 4
export LEC_CHECK = 1
export CORE_AREA = 10 10 77 77
export DIE_AREA = 0 0 87 87
```
`/design/flow/run.sh`:
```
#!/bin/bash
# OpenROAD 26Q1-2900-gdf79404cd8, Yosys 0.63+post, stock flow scripts
make -C /OpenROAD-flow-scripts/flow DESIGN_CONFIG=/design/flow/config.mk WORK_HOME=/design/flow/orfs finish
```
`/design/flow/constraint.sdc`:
```
current_design Display

set clk_period 4.5
set clk_io_pct 0.2

create_clock -name clk0 -period $clk_period [get_ports {CLK}]

set non_clock_inputs [all_inputs -no_clocks]
set_input_delay [expr $clk_period * $clk_io_pct] -clock clk0 $non_clock_inputs
set_output_delay [expr $clk_period * $clk_io_pct] -clock clk0 [all_outputs]
```
`/design/flow/design.v`:
```
module Display(input [5:0] Bit1,Bit0,input CLK,output reg a,b,c,d,e,f,g,AN0,AN1,AN2,AN3);
reg [15:0] Digit=16'b0;
reg [6:0] LED0,LED1,LED2,LED3;
reg [1:0] count=2'b0;
always@(Bit1 or Bit0)
begin
 Digit[3:0]=Bit0%10;
 Digit[7:4]=Bit0/10;
 Digit[11:8]=Bit1%10;
 Digit[15:12]=Bit1/10;
end
function automatic [6:0] Decode;
     input [3:0] Dig;
     begin
      case(Dig)
       0:Decode=7'b0000001;
       1:Decode=7'b1001111;
       2:Decode=7'b0010010;
       3:Decode=7'b0000110;
       4:Decode=7'b1001100;
       5:Decode=7'b0100100;
       6:Decode=7'b0100000;
       7:Decode=7'b0001111;
       8:Decode=7'b0000000;
       9:Decode=7'b0000100;
      endcase
     end
endfunction
    always@(Digit)
    begin 
     LED0=Decode(Digit[3:0]);
     LED1=Decode(Digit[7:4]);
     LED2=Decode(Digit[11:8]);
     LED3=Decode(Digit[15:12]);
    end
    always@(posedge CLK)
    begin
     if(count<3)
      count<=count+1;
     else
      count<=0;
    end
    always@(count)
    begin
     case(count)
      0:begin {a,b,c,d,e,f,g}=LED0;{AN0,AN1,AN2,AN3}=4'b0111; end
      1:begin {a,b,c,d,e,f,g}=LED1;{AN0,AN1,AN2,AN3}=4'b1011; end
      2:begin {a,b,c,d,e,f,g}=LED2;{AN0,AN1,AN2,AN3}=4'b1101; end
      3:begin {a,b,c,d,e,f,g}=LED3;{AN0,AN1,AN2,AN3}=4'b1110; end
     endcase
    end     
endmodule
```
==> job_summary.md <==
### Metrics collected by this job

| Metric | Value |
|---|---|
| CP required | `3600 ps` |
| Die height | `87 um` |
| Logic pwr share | `81.1%` |
| Sink Count | `2` |
| Yosys cell count | `193` |
| Largest regs | `count: 2 flops` |
| Largest net degree at the start of global routing | `12` |
| Post-DRT Antenna Nets | `0` |
| Flop2flop setup slack | `3460 ps` |
| Dominant cell area share | `14.4%` |
| First-pass GRT wire length | `8090 um` |
| Fraction of layout cells with a size suffix above 1 | `56.9%` |
| Biggest area cells | `ha_1, mux2i_1, a21oi_1` |
| Synth area leader | `ha_1` |
| R2r endpoint | `count[1]` |
| Fill cell count | `323` |
| Pre-antenna DRT Iters | `4` |
| Failing checks | `negative setup slack` |
| # DRC | `0` |
| Worst path cell trace | `buf_6, mux2_4, inv_4, ha_4, nand2b_4, ha_4, nand2b_4, o221ai_4, buf_4, o21ai_1, a21o_1, a221oi_2, buf_4, buf_6, a211oi_2, o21ai_2, or4b_4, o311ai_4, buf_2` |
| Count leader, synth | `ha_1` |
| Yosys stat chip area | `1480 sq um` |
| Most flops, register | `count` |
| Power per cell area | `164 nW/um^2` |
| Hold Path Sink | `count[0]` |
| Worst VDD drop | `0.000137 V` |
| Asr flop ratio synth | `0%` |
| Aggregate global-route resource usage | `12.4%` |
| Final WL | `4810 um` |
| Leak | `1.25 nW` |
| Int Power | `0.280 mW` |
| Warnings, synthesis | `1` |
| Flop area | `41.3 sq um` |
| Initial drt markers | `84` |
| FP Util | `34.0%` |
| Max-slew violations | `0` |
| Gpl congestion | `0.921` |
| Initial antenna violation count | `0` |
| Worst r2r path cells | `4` |
| Crit path largest cell delay | `530 ps` |
| Hold Violations, Final | `0` |
| Buffers on Ports | `23` |
| Clk_skew | `1.59 ps` |
| Post-DR wirelength/cell | `13.0 um` |
| Place WS | `-1200 ps` |
| Chip area | `7570 sq um` |
| Worst EP arrival | `4020 ps` |
| Hold crit path type | `reg2reg` |
| Part of the cycle the worst path needs | `109%` |
| Via density per instance | `5.20` |
| Slew @ Worst Pin | `800 ps` |
| Die Span X | `87 um` |
| Sw Share | `39.6%` |
| Bufs and invs on worst path | `6` |
| FMAX | `203 MHz` |
| RSZ-0062 raised after global routing | `true` |
| H-tree levels | `1` |
| Outcome | `complete, but fails checks` |
| I/O Pins | `24` |
| Crit. End Element | `output port` |
| Critical setup path kind | `in2out` |
| Max reg flops | `2` |
| Vias in the first global route | `1,804` |
| Vias | `1,925` |
| Crit start category | `input port` |
| Latency at later pin | `210 ps` |
| Worst hold slack | `545 ps` |
| Clock share of power | `15.0%` |
| Crit. path cell count | `19` |
| Yosys reg bits | `2` |
| Tool Warnings | `37` |
| Crit path max-delay family | `AND-OR/OR-AND gates` |
| RR Startpoint | `count[0]` |
| Post-Syn Area | `1480 sq um` |
| Unique masters post-synth | `60` |
| Core Rows | `24` |
| Hold_buf cts | `0` |
| Area grow syn2layout | `91.0%` |
| Flop pwr share | `3.9%` |
| # diodes | `0` |
| Final core occ | `64.9%` |
| Top cells by count | `ha_1, nor2_1, inv_1, a21oi_1, o21ai_0` |
| Syn avg cell area | `7.66 sq um` |
| Min-delay src | `count[0]` |
| TritonCTS clock tree | `done` |
| CTS Buf Count | `3` |
| Logic cell area | `1600 sq um` |
| Worst setup margin | `-416 ps` |
| Crit path max fanout | `3` |
| Sequential area share after synthesis | `2.71%` |
| Max-cap violations | `0` |
| Clock slew at reported path FFs | `30 ps` |
| CTS root buf | `clkbuf_8` |
| Hold depth | `2` |
| Syn Inst Count | `193` |
| Clk buf depth | `2` |
| # setup viols final | `7` |
| Main flop type after synthesis | `dfxtp_1` |
| Tmin final | `4920 ps` |
| Number of enable flip-flop cells | `0` |
| GRT overflow | `0` |
| NetSw | `0.183 mW` |
| Slowest stage cell on the critical path | `or4b_4` |
| Total core area | `4350 sq um` |
| DP Wirelength | `3620 um` |
| Power Total | `0.463 mW` |
| Worst rel slew slack | `46.5%` |
==> power groups by stage <==
stage	clock network (mW)	logic [mW]	registers [mW]
after global routing	0.0753	0.406	0.0179
final	0.0694	0.375	0.0179
after CTS	0.0713	0.349	0.0179
==> metal layers <==
| layer | share of wire [%] | routed length, um | track usage (%) |
|---|---|---|---|
| met1 | 48 | 2300 | 17.4 |
| met2 | 50 | 2390 | 20.9 |
| met3 | 2.2 | 104 | 1.13 |
| met4 | 0.15 | 7 | 0.736 |
| met5 | 0 | 0 | 0 |
==> per-stage QoR <==
step	cell area (sq um)	TNS, ps	std cells
floorplan	1560	-427	193
global placement	2430	-7100	342
detailed placement	2430	-7400	342
CTS	2720	-1920	366
global route	2830	-3350	370
finish	2830	-2290	370
==> layout make-up <==
class	count	share of cell area, %
well taps	52	2.30
multi-input cells	166	56.5
flip-flops and latches	2	1.46
clock buffers	3	1.46
repair buffers	127	35.4
inverters	20	2.92
==> placed cells by master (no fill, tap or decap), drive strengths merged, types with 4 or more instances in the layout <==
cell type / instances
nor3: 7
a211oi: 4
nand2b: 5
ha: 17
nor2: 15
clkdlybuf4s50: 8
o21ai: 16
o221ai: 4
a21oi: 14
buf: 116
inv: 18
clkbuf: 4
xnor2: 4
a31oi: 4
mux2: 8
nand2: 9
nand3: 10
mux2i: 12
==> kinds of logic after synthesis <==
logic type,after synthesis,synth area share [%]
xor+xnor,4,2.88
buf+inv,25,7.44
fa+ha+maj,17,14.4
mux,20,16.7
flops,2,2.71
compound gates,69,35.8
simple gates,56,20.1
==> worst max-delay path by stage <==
stage / start / end / slack [ps]
after CTS: Bit1[4] / f / -360
after global routing: Bit1[4] / f / -560
final: Bit1[4] / f / -420
==> what timing repair did <==
item / in CTS / in global routing
setup endpoints to repair: 7 / 7
pin swaps: 30 / 16
setup buffers: 22 / 4
resized: 76 / 15
==> tightest hold or removal path: stages, from the launching register on <==
cell	delay [ps]
dfxtp_1	310
buf_4	140
nor2_1	40
Power figures rest on the tool's default switching activity, not on a simulated workload.
